File: design/flow/design.v
module BCD(CLK ,reset ,dout ); 
output [3:0] dout ; 
reg [3:0] dout ; 
input CLK ; 
wire CLK ; input 
reset ; wire 
reset ; initial 
dout = 0 ; 
always @ (posedge (CLK)) 
begin 
 if (reset) dout <= 0; 
else if (dout<=9) begin 
 dout <= dout + 1; 
end 
 else if(dout==9) 
begin dout<=0; 
 end 
end endmodule 
module CLOCKDIVIDER(clock_in,clock_out ); 
input clock_in; output reg clock_out; 
reg [27:0] counter = 28'd0; parameter 
DIVISOR =28'd100000000; always 
@(posedge clock_in) begin 
counter <=counter + 28'd1; 
if(counter >= (DIVISOR-1)) counter 
<= 28'd0; 
clock_out <= (counter <DIVISOR/2)?1'b1:1'b0; 
end endmodule 
module TOP(output [3:0] dout, input CLK, input reset ); 
wire clktoclk; 
CLOCKDIVIDER cd1 (.clock_in(CLK),. 
clock_out(clktoclk)); 
BCD c1 (.dout(dout),.CLK(clktoclk),.reset(reset)); 
endmodule 
File: design/flow/run.sh
#!/bin/bash
# OpenROAD 26Q1-2900-gdf79404cd8, Yosys 0.63+post, stock flow scripts
make -C /OpenROAD-flow-scripts/flow DESIGN_CONFIG=/design/flow/config.mk WORK_HOME=/design/flow/orfs finish
File: design/flow/config.mk
export PLATFORM = sky130hd
export DESIGN_NAME = TOP
export DESIGN_NICKNAME = TOP
export VERILOG_FILES = /design/flow/design.v
export SDC_FILE = /design/flow/constraint.sdc
export NUM_CORES = 4
export LEC_CHECK = 1
export CORE_UTILIZATION = 30
File: design/flow/constraint.sdc
current_design TOP

set clk_period 3.7
set clk_io_pct 0.2

create_clock -name clk0 -period $clk_period [get_ports {CLK}]

set non_clock_inputs [all_inputs -no_clocks]
set_input_delay [expr $clk_period * $clk_io_pct] -clock clk0 $non_clock_inputs
set_output_delay [expr $clk_period * $clk_io_pct] -clock clk0 [all_outputs]
==> results.yml <==
# yosys + openroad results
global_routing:
  grt_pass1_vias: 1159
  grt_use_total_pct: 12.17
  antenna_found_initial: 0
  gr-total-overflow: 0
  grt_max_degree: 20
  grt_pass1_wl_um: 5326
clock_tree:
  clock_path_buffers: 2
  h-tree-depth: 2
  cts_tree: "built"
  worstSkewPairLatency_ns: 0.28
  clk_pin_slew_ns: 0.06
  cts_setup_buffers: 0
  cts_root_buf: "clkbuf_8"
  post_cts_resized: 0
  numCtsBuffers: 5
  hold_buffers: 0
drt:
  antenna_cells: 0
  wl_met3_um: 115
  ant_nets: 0
  route.met2.wl_um: 1312
  num_vias: 1348
  drcViolationCount: 0
  wl_met1_um: 1681
  top_layer_used: "met4"
  drt_iter0_markers: 32
  wl_per_cell_um: 12.31
  wl_um: 3163
  viasPerCell: 5.245
  drtPass1Iterations: 4
synthesis:
  top_cells_by_area: "dfxtp_1, nor3_1, xnor2_1"
  yosys_area_um2: 1629
  synth_cell_types: 41
  synthCells: 183
  ys_seq_share_pct: 40.55
  yosys.area.top_type_share_pct: 40.55
  yosys_warnings: 2
  yosys_register_bits: 33
  avgSynthCellArea_um2: 8.902
  yosys.area.top_type: "dfxtp_1"
  synth_area_um2: 1629
  ys_cells: 183
place:
  place_ws_ns: 1.474
  post-dp-hpwl_um: 2165
  routabilityCongestion: 0.8349
  port_buffers: 5
cells_and_area:
  logic_area_um2: 917.1
  regArea_um2: 660.6
  nFillCells: 515
  area_growth_pct: 12.44
  layout-drive-gt1-share_pct: 8.021
timing:
  setup_slack_ns: 1.471
  final_max_slew_viol_count: 0
  rsz0062_at_grt: "false"
  final_hold_viol_count: 0
  fin_crit_sh_pct: 60.25
  setup_viol: 0
  skew_ns: 0.004723
  setup_tns_ns: 0
  clock.fmax_mhz: 448.6
  layout_min_cycle_time_ns: 2.229
  whs_ns: 0.4835
  unclocked_pins: 4
  worstMarginPinSlew_ns: 0.6799
  untimed_endpoints: 8
  relSlewSlack_pct: 54.33
outcome:
  status: "finished, final reports clean"
worst_setup_path:
  worstSetupPathType: "flip-flop to flip-flop"
  cp_data_arrival_time_ns: 2.38
  end_kind: "flip-flop"
  crit_required_ns: 3.85
  worstPathMaxFanout: 14
  critPathLaunchType: "flip-flop"
floorplanning:
  io_pins: 6
  core-area_um2: 5172
  dieWidth_um: 75.69
  dieArea_um2: 5729
  die_h_um: 75.69
  rows: 26
  fp_util_pct: 31.49
power:
  max-vdd-ir-drop_v: 0.0002717
  p_leak_nw: 0.5442
  power.density_nw_per_um2: 326.9
job:
  warnings: 27
  max_cap_violations: 0
worst_hold_path:
  worstHoldPathType: "flip-flop to flip-flop"
flip-flops by register name (all words and copies together) (netlist names):
signal,cells
c1.dout,4
cd1.clock_out,1
cd1.counter,28
where the power goes:
group	switching [mW]	internal (mW)	total [mW]	leakage, nW
Combinational	0.00977	0.00795	0.0177	0.232
Sequential	0.00485	0.319	0.324	0.268
Clock	0.110	0.147	0.257	0.0443
Total	0.124	0.474	0.599	0.544
synthesized netlist by cell type:
cell type,instances
or4_1,5
a21boi_0,1
o21ai_0,6
o21bai_1,1
nand4_1,9
and4_1,5
inv_1,4
or4_4,2
a211oi_1,9
o21ai_1,1
nor3b_1,1
nor4_2,1
a2111oi_0,2
or3_1,5
nor4bb_1,1
nand3_2,1
nor3_1,19
clkbuf_1,6
nor2_1,7
conb_1,1
ha_1,4
a31oi_1,2
a21oi_1,3
dfxtp_1,33
and2_1,1
xor2_1,7
nand3_1,8
mux2i_1,1
buf_6,1
and3_2,1
a41oi_1,1
clkbuf_2,1
buf_2,2
and3_1,2
a211oi_2,1
o31ai_1,5
o2111ai_1,1
xnor2_1,8
nand2_1,12
a221oi_1,1
nor4_1,1
through the flow:
stage               cell area [um2]  total power [mW]  util, %  std cells
floorplan                      1629            0.3416        -        183
global placement               1745            0.3492    33.74        250
detailed placement             1745            0.3492    33.74        250
CTS                            1832            0.6067    35.41        257
global route                   1832            0.6245    35.41        257
finish                         1832            0.5987    35.41        257
placed cells by master (no fill, tap or decap), types with 2 or more instances in the layout:
master           synthesis  final
dfxtp_1                 33     33
nor3_1                  19     19
nand2_1                 12     12
nand4_1                  9      9
a211oi_1                 9      9
nand3_1                  8      8
xnor2_1                  8      8
nor2_1                   7      7
xor2_1                   7      7
o21ai_0                  6      6
clkbuf_8                 0      6
or4_1                    5      5
and4_1                   5      5
or3_1                    5      5
o31ai_1                  5      5
clkdlybuf4s50_1          0      5
inv_1                    4      4
ha_1                     4      4
a21oi_1                  3      3
a2111oi_0                2      2
and3_1                   2      2
a31oi_1                  2      2
or4_4                    2      2
buf_4                    0      2
cells by family (layout without fill, tap and decap cells):
group           Yosys count  in the layout  share of synthesized area, %
buf+inv                  14             18                         3.916
simple gates             81             81                         28.88
xor+xnor                 15             15                         8.065
fa+ha+maj                 4              4                         3.072
mux                       1              1                        0.6145
flops                    33             33                         40.55
compound gates           34             34                         14.67
other cells               1              1                        0.2302
worst max-delay path, stage by stage (launching register included):
cell	delay, ns
dfxtp_1	0.36
ha_1	0.23
and4_1	0.42
a21oi_1	0.16
nor4_4	0.54
buf_4	0.33
a211oi_1	0.07
final cells by class:
cell class                      count  share of cell area [%]
Tap cell                           70                   4.781
Timing Repair Buffer                7                   3.552
Sequential cell                    33                   36.07
Inverter                            4                  0.8197
Multi-Input combinational cell    136                   50.07
Clock buffer                        7                   4.713
final timing paths:
check                  from              end  slack (ns)  cells after the start
max          cd1.counter[0]  cd1.counter[19]        1.47                      6
min          cd1.counter[0]   cd1.counter[0]        0.48                      1
max reg2reg  cd1.counter[0]  cd1.counter[19]        1.47                      6
min reg2reg  cd1.counter[0]   cd1.counter[0]        0.48                      1
layer usage:
layer / vias up / global-route usage [%]
li1: 702 / -
met1: 618 / 19.03
met2: 20 / 18.06
met3: 8 / 2.413
met4: 0 / 1.852
met5: - / 0
Power figures rest on the tool's default switching activity, not on a simulated workload.
